[/design/flow/run.sh]
#!/bin/bash
# OpenROAD 26Q1-2900-gdf79404cd8, Yosys 0.63+post, stock flow scripts
make -C /OpenROAD-flow-scripts/flow DESIGN_CONFIG=/design/flow/config.mk WORK_HOME=/design/flow/orfs finish
[/design/flow/config.mk]
export PLATFORM = sky130hd
export DESIGN_NAME = RegFile
export DESIGN_NICKNAME = RegFile
export VERILOG_FILES = /design/flow/design.v
export SDC_FILE = /design/flow/constraint.sdc
export NUM_CORES = 4
export LEC_CHECK = 1
export CORE_UTILIZATION = 30
[/design/flow/constraint.sdc]
current_design RegFile

set clk_period 7.5
set clk_io_pct 0.2

create_clock -name clk0 -period $clk_period [get_ports {clk}]

set non_clock_inputs [all_inputs -no_clocks]
set_input_delay [expr $clk_period * $clk_io_pct] -clock clk0 $non_clock_inputs
set_output_delay [expr $clk_period * $clk_io_pct] -clock clk0 [all_outputs]
[/design/flow/design.v]
`timescale 1ns / 1ps
module RegFile(
    input [31:0] wd,
    input clk, 
    input en,
    input [4:0] adr1,
    input [4:0] adr2,
    input [4:0] wa,
    output logic [31:0] rs1, 
    output logic [31:0] rs2     );
    logic [31:0] reg_file [0:31];
    initial
    begin
        int i;
        for (i=0; i<32; i++)
            reg_file[i] = 0;
    end
    always_ff @( posedge clk)
    begin
        if ( (en == 1) && (wa != 0) )
            reg_file[wa] <= wd;       
    end
    assign rs1 = reg_file[adr1];
    assign rs2 = reg_file[adr2];
endmodule
==> impl_metrics.csv <==
group,metric,value,unit
run_status,status,"finished clean",
hold_path,hold_path_end,"reg_file[25][3]",
clocking,cts_buffer_depth,3,
place,dpl.hpwl,85500,microns
cells_and_area,final_core_util,0.348,
cells_and_area,largest_reg_flops,1024,
cells_and_area,lay_top_cells,"mux2i_1, edfxtp_1, nand3_1",
synth,ys_cells,3386,
drt,antenna_left,0,
synth,synth.area.top_cells,"edfxtp_1, mux2i_1, a22oi_1",
power_and_ir_drop,vdd.ir_drop.worst,179,uV
cells_and_area,top_regs,"reg_file: 1024 flops",
hold_path,hold_depth,2,
sta,slew_headroom,0.333,
cells_and_area,fin_area,0.0560,sq mm
sta,setup_tns,0,ps
job,tool_warnings,26,
hold_path,min_from,"wd[3]",
floorplan,core_area,0.161,sq mm
clocking,cts-buffers-inserted,101,
sta,finalMaxSlewViolations,0,
place,placed_area,0.0528,sq mm
sta,fmax,161,MHz
cells_and_area,mi_logic_area,0.0169,sq mm
synth,synth_top_area_share,0.631,
grt,overflow,0,
drt,drtIter0Drc,2174,
grt,first_global_vias,32000,
synth,ys_seq_share,0.631,
drt,routed_via_density,5.37,
clocking,cts_sinks,1024,
worst_setup_path,cp.required,6000,ps
sta,worst_pin_slew,997,ps
drt,drt-pass1-iter-count,6,
clocking,cts_resized,0,
place,gp_congestion,0.865,
synth,synth_area,0.0488,sq mm
worst_setup_path,startpoint_type,"primary input",
power_and_ir_drop,power.density,224,mW/mm^2
job,drv_cap,0,
cells_and_area,drive_gt1_frac,0.0944,
synth,top_area_cell,"edfxtp_1",
drt,drc_errors,0,
synth,synth_cells,3386,
cells_and_area,regMostFlops,"reg_file",
grt,grt_pass1_wl,222000,microns
cells_and_area,ff_latch_area,0.0307,sq mm
drt,wl,157000,microns
place,port_buffers,112,
floorplan,die_w,405,microns
worst_setup_path,worst-path-max-fanout,28,
sta,timing.hold.ws,1610,ps
synth,synth_cell_type_count,24,
hold_path,hold_path.class,"in2reg",
clocking,path_clk_slew,60,ps
sta,setup_ws,1280,ps
clocking,root_buffer,"clkbuf_16",
floorplan,io_pins,113,
clocking,cts_setup_buffers,0,
sta,rsz0062_at_grt,"false",
sta,final_hold_viol_count,0,
drt,post_drt_wl_per_cell,27.1,microns
floorplan,fp-utilization,0.303,
sta,final.min_clock_period,6220,ps
sta,finalCritPeriodShare,0.830,
grt,antenna_found_initial,14,
worst_setup_path,cp.arrival,4720,ps
worst_setup_path,endpoint_kind,"output pin",
clocking,cts-hold-fix-buffers,0,
floorplan,rows,147,
floorplan,die_y,405,microns
grt,grtUsageTotal,0.199,
clocking,cts_tree,"yes",
worst_setup_path,critPathKind,"in2out",
cells_and_area,areaGrowthSynthToFinish,14.9,%
cells_and_area,fill_cells,15200,
drt,via_count,31000,
grt,grt_max_degree,91,
sta,setup_viol,0,
synth,yosysWarnings,1,
synth,yosysChipArea,0.0488,sq mm
floorplan,die-area,0.164,sq mm
synth,synth.avg_cell_area,14.4,sq um
place,place_ws,1290,ps
power_and_ir_drop,p_leak,20.3,nW
synth,synth-seq-cells,1024,
clocking,htreeDepth,3,
==> cell families after synthesis <==
kind of cell    after synthesis  synth area share
mux                        1024             0.210
buf+inv                     253            0.0315
compound gates              576            0.0805
flops                      1024             0.631
simple gates                508            0.0471
other cells                   1         0.0000769
==> routing by layer <==
metal  routed length (microns)  track usage  share of wire
met1                     57500        0.243           0.37
met2                     71200        0.298           0.45
met3                     23300        0.129           0.15
met5                       463       0.0158         0.0030
met4                      4150       0.0455          0.026
==> power by group <==
group	internal (W)	switching (W)	leakage, nW
Clock	0.00276	0.00220	1.55
Combinational	0.000457	0.000736	9.49
Sequential	0.00638	0.0000325	9.25
Total	0.00960	0.00297	20.3
==> cell usage after synthesis <==
master and number:
mux2i_1 1024, edfxtp_1 1024, and2_1 2, clkbuf_1 82, nand2_1 195, nor2_1 34, nor3_1 64, or3_1 1
or3b_2 3, a31oi_1 64, nor2b_1 4, conb_1 1, nand3_1 194, buf_2 62, buf_1 11, a21oi_1 192
nand2b_1 4, buf_4 57, buf_6 37, a22o_1 128, a22oi_1 192, or2_2 2, clkbuf_4 4, nand3b_1 5
==> through the flow <==
stage / power (W) / std cells
2_1_floorplan: 0.00720 / 3417
3_3_place_gp: 0.00772 / 5583
3_5_place_dp: 0.00772 / 5583
4_1_cts: 0.0126 / 5771
5_1_grt: 0.0129 / 5772
6_report: 0.0126 / 5772
==> worst max-delay path, stage by stage <==
cell             delay [ps]
clkdlybuf4s50_1         630
nor2b_4                 730
buf_4                   550
a22o_1                  220
nor3_1                   50
a31oi_1                 290
nand3_1                 240
clkdlybuf4s50_1         460
==> area by class of cell <==
| type | instances | area share |
|---|---|---|
| diodes | 1 | 0.0000446 |
| flip-flops and latches | 1024 | 0.549 |
| repair buffers | 259 | 0.0446 |
| clock buffers | 120 | 0.0464 |
| clock inverters | 68 | 0.0108 |
| multi-input cells | 2140 | 0.301 |
| well taps | 2160 | 0.0482 |
==> worst max-delay path by stage <==
| stage | start | cells after the start | to |
|---|---|---|---|
| 6_report | adr2[2] | 8 | rs2[8] |
| 5_1_grt | adr2[2] | 8 | rs2[8] |
| 4_1_cts | adr2[2] | 8 | rs2[8] |
Power and IR drop assume default switching activity.
